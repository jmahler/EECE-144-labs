## flow/config.mk

```make
export PLATFORM = sky130hd
export DESIGN_NAME = taillights
export DESIGN_NICKNAME = taillights
export VERILOG_FILES = /design/flow/design.v
export SDC_FILE = /design/flow/constraint.sdc
export NUM_CORES = 4
export LEC_CHECK = 1
export CORE_AREA = 10 10 70 70
export DIE_AREA = 0 0 80 80
```

## flow/constraint.sdc

```tcl
current_design taillights

set clk_period 1.9
set clk_io_pct 0.2

create_clock -name clk0 -period $clk_period [get_ports {clk}]

set non_clock_inputs [all_inputs -no_clocks]
set_input_delay [expr $clk_period * $clk_io_pct] -clock clk0 $non_clock_inputs
set_output_delay [expr $clk_period * $clk_io_pct] -clock clk0 [all_outputs]
```

## flow/design.v

```verilog
module taillights (input clk, L, R, H, output reg [2:0] TL, TR);
	always @(posedge clk) begin
		if (1 == H) begin
			if (TL == 3'b000 && TR == 3'b000) begin
				TL <= 3'b111;
				TR <= 3'b111;
			end
			else begin
				TL <= 3'b000;
				TR <= 3'b000;
			end
		end
		else if (1 == L) begin
			TR <= 3'b000;
			if (TL == 3'b000) begin
				TL <= 3'b001;
			end
			else if (TL == 3'b001) begin
				TL <= 3'b011;
			end
			else if (TL == 3'b011) begin
				TL <= 3'b111;
			end
			else begin
				TL <= 3'b000;
			end
		end
		else if (1 == R) begin
			TL <= 3'b000;
			if (TR == 3'b000) begin
				TR <= 3'b001;
			end
			else if (TR == 3'b001) begin
				TR <= 3'b011;
			end
			else if (TR == 3'b011) begin
				TR <= 3'b111;
			end
			else begin
				TR <= 3'b000;
			end
		end
		else begin
			TL <= 3'b000;
			TR <= 3'b000;
		end
	end
endmodule
```

## flow/run.sh

```bash
#!/bin/bash
# OpenROAD 26Q1-2900-gdf79404cd8, Yosys 0.63+post, stock flow scripts
make -C /OpenROAD-flow-scripts/flow DESIGN_CONFIG=/design/flow/config.mk WORK_HOME=/design/flow/orfs finish
```

==> metrics.yaml <==
status: "finished, final reports clean"
worstMarginPinSlew_ns: 0.423
dp_hpwl_um: 502
leakage_nw: 0.143
die_height_um: 80
die_area_mm2: 0.00640
top_cell_area_share: 0.568
ys_cells: 22
timing.critical_path.buf_inv: 1
yosys_area_um2: 211
dr.pass1.iters: 2
post_dp_cell_area_um2: 359
drt_iter0_markers: 1
cts_hold_buf: 0
topCellsByArea: "dfxtp_1 57%, nand2_1 11%, o21ai_0 7.1%"
via_count: 201
ys_seq_share: 0.568
async_flop_share: 0
max_freq_mhz: 659
place_ws_ns: 0.351
syn_inst: 22
cp.arrival_ns: 1.14
finalSetupViolations: 0
stdcell_count: 80
avgSynthCellArea_um2: 9.61
drv_slew: 0
rsz0062_at_grt: "false"
fin_ws_ns: 0.382
endpoint_kind: "output port"
worstPathCellList: "clkdlybuf4s50_1"
clock_sinks: 6
gr-usage-all-layers: 0.0218
cp.required_ns: 1.52
dp.cells: 77
antenna_found_initial: 0
wl_um: 636
postCtsSetupRepairBufs: 0
numPortBuffers: 9
fin_crit_ns: 1.52
h-tree-depth: 1
yosysUniqueCellTypes: 9
area_growth_pct: 80.5
ys_ff: 6
max_cap_viol_count: 0
worst_path_largest_cell_delay_ns: 0.52
drtAntennaViolNets: 0
grt_pass1_vias: 224
mappedNetlistArea_um2: 211
p_per_area_mw_per_mm2: 1380
drive_gt1_frac: 0.147
grt_pass1_wl_mm: 1.06
yosysWarnings: 1
gp_congestion: 0.715
ios: 10
nFillCells: 400
cts-root-buf: "clkbuf_4"
hold_path.class: "flop to flop"
die-width_um: 80
top_area_cell: "dfxtp_1"
final_core_util: 0.112
crit_type: "flop to output port"
rows: 21
ctsLongestPathBuffers: 2
wire_per_inst_um: 7.95
grt_start_max_net_pins: 7
fp_util: 0.0619
gr-total-overflow: 0
path_clk_slew_ns: 0.04
crit_slowest_cell: "clkdlybuf4s50_1"
synth-main-ff-cell: "dfxtp_1"
common_cells: "6 x dfxtp_1, 6 x nand2_1, 3 x o21ai_0"
stdcell_area_um2: 382
finalHoldViolCount: 0
drc_errors: 0
finalSetupTns_ns: 0
period_used_share: 0.799
crit_fanout: 4
numCtsBuffers: 3
design.core.area_mm2: 0.00342
cts.repair.resized: 0
avgViaCountPerCell: 2.51
edf_count: 0
antenna_cells: 0
cts_tree: "done"
skew_ns: 0.000647
ir_drop_uv: 640
holdWs_ns: 0.516
warnings: 25
crit_family: "buffers and inverters"
relSlewSlack: 0.714
power.total_mw: 0.528
cp-start-kind: "flop"
worstSkewPairLatency_ns: 0.24
routing by layer:
layer,global-route usage,wire [µm],up-vias
li1,-,-,101
met1,0.0322,380,88
met2,0.0225,177,12
met3,0.0193,77,0
met4,0.00176,0,0
met5,0,0,-
logic make-up after synthesis:
logic type | count (synthesis) | share of synthesized area
buffers and inverters | 2 | 0.0355
AOI/OAI and AO/OA | 4 | 0.0946
DFF | 6 | 0.568
and+or+nand+nor | 10 | 0.302
layout make-up:
cell class              count  area, µm²  area share
clock buffers               3       22.5      0.0590
inverters                   2       7.51      0.0197
multi-input cells          14       83.8       0.220
flip-flops and latches      6        120       0.315
repair buffers              9       90.1       0.236
well taps                  46       57.6       0.151
cell usage in the layout (no fill, tap or decap), drive strengths merged:
cell type	instances
dfxtp	6
clkdlybuf4s50	9
nor3b	1
o21ai	4
nor4	1
nand2	6
nand4	1
clkbuf	3
inv	2
nor4b	1
registers in the layout (all words and copies together) (netlist names):
name / cells
TL: 3
TR: 3
path summary, 6_finish.rpt:
check / depth (start not counted) / startpoint / to / slack [ns]
max: 1 / TL[0] / TL[0] / 0.38
min: 2 / TL[0] / TL[1] / 0.52
max reg2reg: 3 / TR[2] / TR[2] / 0.79
min reg2reg: 2 / TL[0] / TL[1] / 0.52
report_power, final:
part           leakage, nW  switching [mW]  internal (mW)
registers           0.0498          0.0431          0.179
logic               0.0793          0.0713          0.120
clock network       0.0138          0.0439         0.0713
total                0.143           0.158          0.370
Power figures rest on the tool's default switching activity, not on a simulated workload.
