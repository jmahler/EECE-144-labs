===== design.v =====
module jkff (input j, k, clk, reset, output reg q, output wire q_n);
    always @(posedge clk) begin
        if (reset == 1'b1) begin
            q <= 1'b0;
        end
        else if (j == 1'b0 && k == 1'b0) begin
        end
        else if (j == 1'b0 && k == 1'b1) begin
            q <= 0;
        end
        else if (j == 1'b1 && k == 1'b0) begin
            q <= 1;
        end
        else begin
            q <= ~q;
        end
    end
    assign q_n = ~q;
endmodule
module dff (input wire d, clk, reset, output reg q, output wire q_n);
    always @(posedge clk) begin
        if (reset == 1'b1) begin
            q <= 1'b0;
        end
        else begin
            q <= d;
        end
    end
    assign q_n = ~q;
endmodule
module tff (input wire t, clk, reset, output reg q, output wire q_n);
    always @(posedge clk) begin
        if (reset == 1'b1) begin
            q <= 1'b0;
        end
        else if (t == 1'b0) begin
        end
        else begin
            q <= ~q;
        end
    end
    assign q_n = ~q;
endmodule
module threebitudc (input wire x, clk, reset, output wire q2, q1, q0);
    wire jk2, t1, d0;
    wire q0_n, q1_n, q2_n;
    dff q0ff(.d(d0), .clk(clk), .reset(reset), .q(q0), .q_n(q0_n));
    tff q1ff(.t(t1), .clk(clk), .reset(reset), .q(q1), .q_n(q1_n));
    jkff q2ff(.j(jk2), .k(jk2), .clk(clk), .reset(reset), .q(q2), .q_n(q2_n));
    assign jk2 = (~x && q1) || (~x && q0)  || (q2 && q1 && ~q0)
                            || (~q2 && q0) || (x && ~q1);
    assign t1 = (~x && ~q1 && ~q0)  || (~x && q1 && q0)
                                    || (x && q2 && q0) || (x && ~q2 && ~q0);
    assign d0 = (q2 && ~q1) || (~x && q2 && ~q0) || (x && ~q1)
                            || (~x && ~q2 && q1 && q0);
endmodule

===== run.sh =====
#!/bin/bash
# OpenROAD 26Q1-2900-gdf79404cd8, Yosys 0.63+post, stock flow scripts
make -C /OpenROAD-flow-scripts/flow DESIGN_CONFIG=/design/flow/config.mk WORK_HOME=/design/flow/orfs finish

===== config.mk =====
export PLATFORM = sky130hd
export DESIGN_NAME = threebitudc
export DESIGN_NICKNAME = threebitudc
export VERILOG_FILES = /design/flow/design.v
export SDC_FILE = /design/flow/constraint.sdc
export NUM_CORES = 4
export LEC_CHECK = 1
export CORE_AREA = 10 10 70 70
export DIE_AREA = 0 0 80 80

===== constraint.sdc =====
current_design threebitudc

set clk_period 1.5
set clk_io_pct 0.2

create_clock -name clk0 -period $clk_period [get_ports {clk}]

set non_clock_inputs [all_inputs -no_clocks]
set_input_delay [expr $clk_period * $clk_io_pct] -clock clk0 $non_clock_inputs
set_output_delay [expr $clk_period * $clk_io_pct] -clock clk0 [all_outputs]

==> results.json <==
{
  "grt_pass1_wl_um": 731,
  "worst_pin_slew_ps": 227,
  "dr_wl_met3_um": 0,
  "cp_max_fo": 7,
  "fin_crit_ps": 1440,
  "die-area_um2": 6400,
  "maxCapViolCount": 0,
  "synthCells": 18,
  "crit_arrival_ps": 1140,
  "clockBufferDepth": 2,
  "drc": 0,
  "area_delta_synth_final_pct": 88.5,
  "synth.largest_area_cell": "dfxtp_1",
  "ys_seq_share_pct": 36.9,
  "ant_nets": 0,
  "cts_hold_buf": 0,
  "timing.rr.end": "q2ff.q$_SDFFE_PP0P_",
  "setup_tns_ps": 0,
  "wl_met2_um": 294,
  "setup_ws_ps": 58.5,
  "cp_num_buf_inv": 1,
  "die_h_um": 80,
  "drive_gt1_share_pct": 21.4,
  "p_comb_share_pct": 23.6,
  "switchingPower_uw": 89.0,
  "clk_latency_ps": 230,
  "drt-initial-drc-count": 1,
  "place.gp.congestion": 0.737,
  "p_leak_nw": 0.0952,
  "first_global_vias": 183,
  "clockRootBuffer": "clkbuf_4",
  "antenna_cells": 0,
  "io_pins": 6,
  "via_per_inst": 2.23,
  "htreeDepth": 1,
  "num_vias": 165,
  "synth.top_cells.by_area": "dfxtp_1, nor4bb_1, or4b_1",
  "edf_count": 0,
  "max_freq_mhz": 694,
  "tool_warnings": 25,
  "fp.dieW_um": 80,
  "synth_area_per_cell_um2": 9.04,
  "start_kind": "register",
  "grtUsageTotal_pct": 1.37,
  "hold_viol_final": 0,
  "synth_warnings": 3,
  "worstSetupEndpointType": "output pin",
  "setup_viol_count_final": 0,
  "rr_startpoint": "q1ff.q$_SDFFE_PP0P_",
  "crit_chain": "clkdlybuf4s50_1",
  "post-dp-hpwl_um": 371,
  "path_delay_family": "buffers and inverters",
  "cp_num_cells": 1,
  "ys_cells": 18,
  "sequentialPowerShare_pct": 34.7,
  "wire_per_inst_um": 6.15,
  "min_path_type": "register to register",
  "synth_flops": 3,
  "antenna_found_initial": 0,
  "grt_max_degree": 9,
  "power.density_nw_per_um2": 1110,
  "dpl_worst_slack_ps": 28.5,
  "yosysTopAreaCellShare_pct": 36.9,
  "numCtsBuffers": 3,
  "ys_chip_area_um2": 163,
  "holdPathStages": 2,
  "max_stage_delay_ps": 500,
  "finalClockSkew_ps": 0.526,
  "finalClockPeriodUsage_pct": 96.1,
  "drt_pass1_iterations": 3,
  "hold_end": "q2ff.q$_SDFFE_PP0P_",
  "flop_cell": "dfxtp_1",
  "clkTransAtPathRegs_ps": 40,
  "drt_wl_total_um": 455,
  "clock_sinks": 3,
  "clkPwrFrac_pct": 41.7,
  "lay_top_count": "clkdlybuf4s50_1",
  "top_layer": "met2",
  "rsz0062_at_grt": "no",
  "ir_drop_mv": 0.135,
  "syn-cell-area_um2": 163,
  "r2r_setup_slack_ps": 400,
  "fp-row-count": 21,
  "overflow": 0,
  "worstSetupPathType": "register to output pin",
  "p_int_uw": 251,
  "numPortBuffers": 5,
  "hold_path.startpoint": "q1ff.q$_SDFFE_PP0P_",
  "required_ps": 1200,
  "switching_share_pct": 26.1,
  "core_region_area_um2": 3420,
  "fp_util_pct": 4.76,
  "max_slew_margin_pct": 84.7,
  "wl_met1_um": 161,
  "async_reset_ff_share_pct": 0,
  "slowest_stage": "clkdlybuf4s50_1",
  "final_cell_mix": "clkdlybuf4s50_1, clkbuf_4, dfxtp_2",
  "drv_slew": 0,
  "reg2reg_depth": 2,
  "cts_tree": "done",
  "status": "finished clean",
  "synth_cell_types": 16,
  "yosysMostFrequentCell": "dfxtp_1"
}
[per-stage QoR]
stage	area [um2]	instances	power (mW)	utilization, %	hold WS, ps
after floorplan	163	18	0.152	-	369
after global placement	278	70	0.196	8.13	577
after detailed placement	278	70	0.200	8.13	588
after CTS	305	74	0.346	8.94	580
after global routing	307	74	0.366	8.97	629
final	307	74	0.340	8.97	578
[worst max-delay path by stage]
stage	startpoint	end	slack (ps)
4_1_cts	q0ff.q$_SDFF_PP0_	q0	3
5_1_grt	q1ff.q$_SDFFE_PP0P_	q1	6
6_report	q1ff.q$_SDFFE_PP0P_	q1	60
[cell type report]
type                    count  area, um2
well taps                  46       57.6
clock buffers               4       26.3
flip-flops and latches      3       62.6
fillers                   404       3110
repair buffers              6       57.6
multi-input cells          14       98.8
inverters                   1       3.75
[flip-flops by register name, summed over array words and instances (netlist names)]
register  flops
q1ff.q        1
q0ff.q        1
q2ff.q        1
[logic make-up (layout without fill, tap and decap cells)]
kind of cell              count (synthesis)  in the layout  synth area share [%]
and+or+nand+nor                           7              7                  31.5
AOI/OAI and AO/OA                         6              6                  23.8
DFF                                       3              3                  36.9
xor gates and xnor gates                  1              1                  5.39
buffers and inverters                     1             11                  2.31
[routing by layer]
layer  up-vias  global-route usage [%]
met5         -                       0
met4         0                   0.352
met3         0                   0.455
met2         0                    3.05
met1        78                   0.996
li1         87                       -
[power by group through the flow]
stage	clock (mW)	combinational (mW)	sequential (mW)
6_report	0.142	0.0804	0.118
5_1_grt	0.155	0.0900	0.121
4_1_cts	0.146	0.0831	0.117
[timing repair]
item | 4_1_cts | 5_1_grt
gates cloned | 0 | 0
setup endpoints to repair | 1 | 1
gates resized | 1 | 1
setup buffers | 0 | 0
Power is estimated from default activity; no workload was simulated.
